<file path="./run.sh">
#!/bin/bash
# OpenROAD 26Q1-2900-gdf79404cd8, Yosys 0.63+post, stock flow scripts
make -C /OpenROAD-flow-scripts/flow DESIGN_CONFIG=/design/flow/config.mk WORK_HOME=/design/flow/orfs finish
</file>
<file path="./constraint.sdc">
current_design ProgramCounter

set clk_period 1.0
set clk_io_pct 0.2

create_clock -name clk0 -period $clk_period [get_ports {Clock}]

set non_clock_inputs [all_inputs -no_clocks]
set_input_delay [expr $clk_period * $clk_io_pct] -clock clk0 $non_clock_inputs
set_output_delay [expr $clk_period * $clk_io_pct] -clock clk0 [all_outputs]
</file>
<file path="./design.v">
module ProgramCounter
#( parameter DATA_WIDTH = 32 )
(
        input wire Clock,
        input wire Reset,
        input wire [DATA_WIDTH-1 : 0] PC_new,
        output reg [DATA_WIDTH-1 : 0] PC
);
        always @(posedge Clock or negedge Reset) begin
            if (~Reset)
                PC <= 0;
            else
                PC <= PC_new;
        end
endmodule
</file>
<file path="./config.mk">
export PLATFORM = sky130hd
export DESIGN_NAME = ProgramCounter
export DESIGN_NICKNAME = ProgramCounter
export VERILOG_FILES = /design/flow/design.v
export SDC_FILE = /design/flow/constraint.sdc
export NUM_CORES = 4
export LEC_CHECK = 1
export CORE_AREA = 10 10 88 88
export DIE_AREA = 0 0 98 98
</file>
==> changes_impl.md <==
## Implementation

* Outcome: finished with violations
* RSZ-0062 raised after global routing: true
* Layout area overhead at 86.4%
* Cell taking the most area after synthesis: dfrtp_1
* Gp weighted congestion at 0.782
* Worst Tran Pin Value at 0.177 ns
* DRT Wirelength at 2.45 mm
* Post-synth EDFFs at 0
* Most numerous cell in the Yosys netlist: dfrtp_1
* Cell class contributing the biggest share of worst-path delay: flip-flops
* Yosys stat chip area at 801 um2
* Yosys cell count at 32
* Critical path buffers and inverters at 1
* OpenROAD warning count at 29
* Max Fclk at 1.05 GHz
* Share of cells above drive strength 1 at 39.6%
* Worst-path fanout max at 1
* Gr usage total at 5.00%
* Synth async-reset ratio at 100%
* Yosys reg bits at 32
* Clk pin slew, worst setup/hold paths at 0.07 ns
* PwrDens at 1730 nW/um2
* Routed len/inst at 13.5 um
* Worst setup startpoint: PC[19]$_DFF_PN0_
* Unique cell types at 1
* TritonRoute pass-1 iters at 2
* Total leakage power at 0.688 nW
* Vias/cell at 2.95
* Synth area leaders: dfrtp_1
* Peak supply drop at 429 uV
* Row cnt at 28
* Setup violations, final at 0
* Largest register FFs at 32
* DR vias at 534
* Clk sinks at 32
* Critical path's slowest cell: dfrtp_1
* Setup TNS at 0 ns
* Top Registers: PC: 32 flops
* H-tree level count at 2
* Power Total at 2.59 mW
* I/O Buffers at 65
* Vias in the first global route at 605
* Longest Clk Path Bufs at 2
* Critical Path End Type: primary output
* Main flop type: dfrtp_1
* Drc violations at 0
* Synth Area per Inst at 25.0 um2
* Comb gates at 0
* CP Depth at 1
* FP Core Util at 13.5%
* Synth cell count leaders: dfrtp_1
* Die width at 98 um
* Post-synthesis instance total at 32
* Utilization after layout at 25.2%
* Critical-path cell list: buf_2
* Comb area at 0 um2
* Most flops, register: PC
* Max-Cap Viols at 0
* Critical Path RT at 0.80 ns
* Post-layout period usage of the worst path at 94.9%
* Initial DRC count at 3
* Area share, top type at 100%
* Synthesis Warnings at 1
* Slew Limit Headroom at 88.2%
* Mapped Area at 801 um2
* Routed Antenna Nets at 0
* WS Path Type: reg2out
* CTS Buf Count at 5
* CTS tree: built
* Slew Limit Fails at 0
* Worst hold slack at -0.140 ns
* Largest net degree at the start of global routing at 33
* Core Area at 5920 um2
* Die Ht at 98 um
* Antenna violations before repair at 0
* Top-Level Pins at 66
* Post-synth seq share at 100%
* Final min period at 0.949 ns
* Hold Fails Final Rpt at 32
* Critical Path AT at 0.75 ns
* # diodes at 0
* Global route overflow at 0
* Failing checks: negative hold slack
* CP startpoint kind: register
* Chip area at 9600 um2
* Root Driver: clkbuf_8
* Crit-path max cell delay at 0.36 ns
* Hold Path Class: in2async
* First-pass GRT wire length at 3.76 mm
routing by layer:
layer  GRT usage (%)  up-vias  wire length (um)
li1                -      241                 -
met1            5.91      248               972
met2            7.31       43              1100
met3            3.34        2               333
met4            1.34        0                47
met5               0        -                 0
repair_timing:
item                                    in CTS  in global routing
pin swaps                                    0                  0
buffers inserted                             0                  0
endpoints found under the setup margin      32                  3
hold endpoints to repair                    32                 32
gates resized                               96                  1
path summary, 6_finish.rpt:
path | to
min in group clk0 | PC[19]$_DFF_PN0_
min | PC[17]$_DFF_PN0_
max in group asynchronous | PC[22]$_DFF_PN0_
max | PC[19]
kinds of logic after synthesis:
kind of cell	synth area share, %
DFF	100
metrics by stage:
stage	instances	area (um2)	setup slack [ns]
2_1_floorplan	32	801	0.488
4_1_cts	181	1500	-0.0490
3_5_place_dp	173	1560	0.00859
6_report	181	1490	0.0513
5_1_grt	181	1490	-0.00323
3_3_place_gp	173	1560	0.00684
report_power, final:
| part | internal [mW] | switching [mW] | leakage [nW] |
|---|---|---|---|
| Clock | 0.548 | 0.458 | 0.0510 |
| Combinational | 0.158 | 0.0536 | 0.265 |
| Sequential | 1.36 | 0.0126 | 0.373 |
| Total | 2.07 | 0.524 | 0.688 |
cell usage in the layout (no fill, tap or decap), drive strengths merged:
cell           instances
clkdlybuf4s50         32
dfrtp                 32
clkinv                 2
buf                   33
clkbuf                 7
layout make-up:
class | count | area, um2
clock inverter | 2 | 10.0
sequential | 32 | 801
timing repair buffer | 66 | 505
tap | 75 | 93.8
clock buffer | 6 | 82.6
fill | 621 | 4430
Power figures rest on the tool's default switching activity, not on a simulated workload.
